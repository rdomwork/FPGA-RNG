**design.v**
```verilog
module lfsr(input  logic clk, reset,
			input  logic number_catch, load_shift,
			input  logic [3:0] seed,
			output logic [6:0] segments,
			output logic [3:0] RNG);
	logic [3:0] data;
	shift_register ishift_reg(clk, reset, load_shift, seed, data);
	register ireg(number_catch, reset, data, RNG);
	sevenseg iseg(RNG, segments);
endmodule
module shift_register(input  logic clk, reset,
					  input  logic load_shift,
					  input  logic [3:0] seed,
					  output logic [3:0] RNG);
	assign SER = RNG[0] ^ RNG[2];
  always_ff @(posedge clk)
	begin
	 if			(reset) 		RNG <= 4'b0;
	 else if 	(load_shift)	RNG <= seed;
	 else						RNG <= {RNG[2:0], SER};
	end
endmodule
module register(input  logic number_catch, reset,
				input  logic [3:0] data,
				output logic [3:0] RNG);
	always_ff @ (posedge number_catch)
	begin
		if			(reset)			RNG <= 4'b0;
		else						RNG  <= data; 
	end
endmodule
module sevenseg(input  logic [3:0] data,
				output logic [6:0] segments);
	always_comb
		case(data)
		(4'b0001):	segments = 7'b111_1001;
		(4'b0010):	segments = 7'b010_0100;
		(4'b0011):	segments = 7'b011_0000;
		(4'b0100):	segments = 7'b001_1001;
		(4'b0101):	segments = 7'b001_0010;
		(4'b0110):	segments = 7'b000_0010;
		(4'b0111):	segments = 7'b111_1000;
		(4'b1000):	segments = 7'b000_0000;
		(4'b1001):	segments = 7'b001_1000;
		(4'b1010):	segments = 7'b000_1000;
		(4'b1011):	segments = 7'b000_0011;
		(4'b1100):	segments = 7'b010_0111;
		(4'b1101):	segments = 7'b010_0001;
		(4'b1110):	segments = 7'b000_0110;
		(4'b1111):	segments = 7'b000_1110;
		default:	segments = 7'b000_0000;
		endcase		
endmodule
module lfsr_wrapper(input  logic CLOCK_50,
					input  logic [3:0] KEY, SW,
					output logic [6:0] HEX0);
	lfsr lw(CLOCK_50, ~KEY[3], ~KEY[0], ~KEY[2], SW[3:0], HEX0);
endmodule
```
**constraint.sdc**
```tcl
current_design lfsr_wrapper

set clk_period 1.6
set clk_io_pct 0.2

create_clock -name clk0 -period $clk_period [get_ports {CLOCK_50}]

set non_clock_inputs [all_inputs -no_clocks]
set_input_delay [expr $clk_period * $clk_io_pct] -clock clk0 $non_clock_inputs
set_output_delay [expr $clk_period * $clk_io_pct] -clock clk0 [all_outputs]
```
**run.sh**
```bash
#!/bin/bash
# OpenROAD 26Q1-2900-gdf79404cd8, Yosys 0.63+post, stock flow scripts
make -C /OpenROAD-flow-scripts/flow DESIGN_CONFIG=/design/flow/config.mk WORK_HOME=/design/flow/orfs finish
```
**config.mk**
```make
export PLATFORM = sky130hd
export DESIGN_NAME = lfsr_wrapper
export DESIGN_NICKNAME = lfsr_wrapper
export VERILOG_FILES = /design/flow/design.v
export SDC_FILE = /design/flow/constraint.sdc
export NUM_CORES = 4
export LEC_CHECK = 1
export CORE_AREA = 10 10 81 81
export DIE_AREA = 0 0 91 91
```
==> notes.md <==
run results: CORE AREA 4817 um^2, clk latency late pin 0.22 ns, endpoints left unconstrained 14, max-slew violations 0, Lkg Pwr 0.3307 nW, CP Max Fanout 5, global-route wire length before repair 2166 um, final std cells w/o fill 145, Routed Antenna Nets 0, Tcrit/Tclk final 0.6801, RSZ-0062 raised after global routing false, buffer count from post-CTS setup fixing 0, Synth top cell by count dfxtp_1, row count 25, CP max stage cell clkdlybuf4s50_1, Ant. Diodes 0, biggest area consumer among synthesized cells dfxtp_1, tool warnings 30, die width 91 um, share of cells above drive strength 1 0.1026, Area leader share 0.3592, area delta synth->final 39.39%, Worst Setup End Kind register, # H-tree levels 1, Layout fillers 563, Worst-path clk slew 0.03 ns, Cell Type Count 28, top cells by area dfxtp_1, ha_1, mux2i_1, nor2b_1, nand2_1, clk buf depth 2, Avg Inst Size Synth 9.432 um^2, pin count of the biggest net entering global routing 15, CP required 1.70 ns, gr ovfl total 0, register pins left without a clock 7, worst vdd ir 0.0005683 V, routed len/inst 8.469 um, CTS Root Cell clkbuf_8, vias in the first global route 478, hold_ws 0.5785 ns, status finished clean, Fin Setup TNS 0 ns, routed wire length 1228 um, IO Pins 16, Worst Max-Slew Pin Slew 0.4906 ns, Tot GR Track Use 0.03048, FP Core Util 0.1273, Hold Vio Cnt, Final 0, Hold Path Class register to register, yosys warns 4, Slew headroom 0.6725, # resized after CTS 0, synthesized area 613.1 um^2, # hold bufs at CTS 0, 1st-iter DRT viols 13, Chip Area, Yosys 613.1 um^2, Clock Skew 0.0004960 ns, Chip Height 91 um, # DRC 0, Core Util, Final 0.1774, flip-flops with a built-in enable 0, routed vias 469, Max-Cap Viols 0, gpl congestion 0.7683, Max Freq 0.9190 GHz, Pwr Density 525.6 nW/um^2, top cells by count, synth dfxtp_1, mux2i_1, nand2_1, ha_1, port bufs 14, crit-path max cell delay 0.60 ns, Worst Setup Start Kind input pin, WP data arrival 1.19 ns, asr flop ratio synth 0, flops & latches, synth 11, worst setup path category input pin to register, clock period minus worst slack 1.088 ns, sequential area share after synthesis 0.3592, Final Power 0.4492 mW, Mapped Cells 65, ys flop type dfxtp_1, placed cell count 142, initial antenna violation count 0, ys cells 65, drt first pass iters 4, drt via density 3.234, TritonCTS Buffers 3, Final setup viols 0, CP cell instances clkdlybuf4s50_1 > mux2i_1 > nor2b_1, die area 8281 um^2, TritonCTS clock tree done
[layout make-up]
class,count,area [um^2],share of cell area
Timing Repair Buffer,15,147.6,0.1728
Multi-Input combinational cell,45,346.6,0.4056
Inverter,4,15.01,0.01757
Sequential cell,11,220.2,0.2577
Clock buffer,3,41.29,0.04832
Tap cell,67,83.83,0.09810
[path summary, 6_finish.rpt]
| kind | from | endpoint | slack [ns] | depth (start not counted) |
|---|---|---|---|---|
| max | KEY[2] | lw.ishift_reg.RNG[3] | 0.51 | 3 |
| min | lw.ishift_reg.RNG[1] | lw.ishift_reg.RNG[2] | 0.58 | 2 |
| max reg2reg | lw.ishift_reg.RNG[2] | lw.ishift_reg.RNG[0] | 0.53 | 3 |
| min reg2reg | lw.ishift_reg.RNG[1] | lw.ishift_reg.RNG[2] | 0.58 | 2 |
[layout by cell type (no fill, tap or decap), drive strengths merged]
cell type / n
nand4bb: 1
mux2: 1
and2: 1
dfxtp: 11
o21ai: 3
xnor2: 1
clkbuf: 3
o21a: 2
clkdlybuf4s50: 14
mux2i: 6
nor2b: 4
a31oi: 1
nand2: 7
nor3b: 1
o22ai: 1
a21oi: 3
buf: 1
o211a: 1
a32oi: 1
a32o: 2
inv: 4
nand2b: 1
and2b: 2
nor2: 1
ha: 5
[metal layers]
metal,track usage,up-vias,wire length (um)
met5,0,-,0
met4,0.002611,0,0
met3,0.01992,0,170
met2,0.03580,21,369
met1,0.04566,199,688
li1,-,249,-
[metrics by stage]
step                      setup WS (ns)  cell area [um^2]
after floorplan                  0.6911             613.1
after global placement           0.2914             813.3
after detailed placement         0.2984             813.3
after CTS                        0.5112             854.6
after global routing             0.4126             854.6
final                            0.5118             854.6
[logic make-up (layout without fill, tap and decap cells)]
family	count (synthesis)	after routing	synth area share
XOR/XNOR	1	1	0.01429
AND/OR/NAND/NOR	18	18	0.1755
AND-OR/OR-AND	14	14	0.1571
flip-flops	11	11	0.3592
multiplexers	7	7	0.1163
buffers and inverters	9	22	0.07550
adder cells (fa/ha/maj)	5	5	0.1020
[sequential cells by signal (all words and copies together) (netlist names)]
| register | count |
|---|---|
| lw.ishift_reg.RNG | 4 |
| HEX0 | 7 |
[worst max-delay path, delay by kind of cell]
kind / cells / cell delay, ns
buffers and inverters: 1 / 0.60
multiplexers: 1 / 0.21
AND/OR/NAND/NOR: 1 / 0.06
[power breakdown]
| group | internal, mW | switching, mW |
|---|---|---|
| registers | 0.120 | 0.0186 |
| logic | 0.0584 | 0.0408 |
| clock network | 0.160 | 0.0515 |
No activity file was given, so power comes from the tool's default toggle rates.
