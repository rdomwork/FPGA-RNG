===== run.sh =====
#!/bin/bash
# OpenROAD 26Q1-2900-gdf79404cd8, Yosys 0.63+post, stock flow scripts
make -C /OpenROAD-flow-scripts/flow DESIGN_CONFIG=/design/flow/config.mk WORK_HOME=/design/flow/orfs finish

===== config.mk =====
export PLATFORM = sky130hd
export DESIGN_NAME = dice_wrapper
export DESIGN_NICKNAME = dice_wrapper
export VERILOG_FILES = /design/flow/design.v
export SDC_FILE = /design/flow/constraint.sdc
export NUM_CORES = 4
export LEC_CHECK = 1
export CORE_AREA = 10 10 70 70
export DIE_AREA = 0 0 80 80

===== constraint.sdc =====
current_design dice_wrapper

set clk_period 1.8
set clk_io_pct 0.2

create_clock -name clk0 -period $clk_period [get_ports {CLOCK_50}]

set non_clock_inputs [all_inputs -no_clocks]
set_input_delay [expr $clk_period * $clk_io_pct] -clock clk0 $non_clock_inputs
set_output_delay [expr $clk_period * $clk_io_pct] -clock clk0 [all_outputs]

===== design.v =====
module dice(input logic clk, reset,
			input logic number_catch,
			output logic [6:0] segments);
	logic [3:0] data, RNG;
  always_ff @(posedge clk)
	begin
     if (reset) RNG <= 4'b0001;
	 else if (RNG == 6) RNG <= 1;
     else       RNG <= RNG + 1;
	end
	always_ff @ (posedge number_catch)
	begin
	data <= RNG;
	end
	always_comb
		case(data)
		(4'b0001):	segments = 7'b111_1001;
		(4'b0010):	segments = 7'b010_0100;
		(4'b0011):	segments = 7'b011_0000;
		(4'b0100):	segments = 7'b001_1001;
		(4'b0101):	segments = 7'b001_0010;
		(4'b0110):	segments = 7'b000_0010;
		default:	segments = 7'b000_1110;
		endcase
endmodule
module dice_wrapper(input  logic CLOCK_50,
					input  logic [0:0] SW, KEY,
					output logic [6:0] HEX7);
  dice dw(CLOCK_50, SW, ~KEY[0], HEX7);
endmodule

==> run summary <==
flow finished, numbers: Crit path arrival time=1.32 ns, number of unconstrained endpoints=11, detailed placer's ending HPWL=553 um, fp util=0.107, Top Layout Cells=9 x clkdlybuf4s50_1, 8 x dfxtp_1, 4 x nand2b_1, dpl cells=91, Least-Margin Pin Slew=0.315 ns, maximum vdd ir drop=318 uV, skew final=0.00327 ns, Insertion Delay late pin=0.23 ns, max_slew headroom=0.787, Log Warnings=26, Mapped Area=364 um^2, Vias/cell=3.05, Yosys chip area=364 um^2, min cycle time layout=1.21 ns, TritonCTS clock tree=built, Comb pwr share=0.167, crit start category=flip-flop, Avg Cell Area, Syn=9.84 um^2, distinct lib cells=21, final setup TNS=0 ns, Die Y=80 um, Max Buffers Root-to-Sink=2, Antenna Cells=0, period utilization=0.670, internal power=207 uW, RSZ-0062 raised after global routing=no, Post-synth regs=8, DRT iter0 DRCs=4, Critical Path RT=1.92 ns, status=finished clean, Final setup viols=0, Routed WL per cell=7.05 um, crit path max fanout=4, sequential fraction of design power=0.433, Residual DRC=0, Core Area=0.00342 mm^2, largest net degree at the start of global routing=9, Warnings, synthesis=1, Final Instance Area=527 um^2, post-route setup slack=0.594 ns, global-route wire length before repair=1300 um, GRT Total Usage=0.0241, antenna viol nets, final=0, routability cong.=0.705, via count=287, CTS Buf Count=3, post-synthesis cell count from yosys=37, htree depth=1, maxcap violations=0, antenna violations before repair=0, gr ovfl total=0, number of global-route vias before repair=315, port buffer count=9, share of cells above drive strength 1=0.125, CTS Hold Bufs=0, Clock Power Share=0.400, register pins left without a clock=4, register area share after synthesis=0.440, worst hold path class=reg -> reg, Routed WL=663 um, Reg clk slew, reported paths=0.04 ns, CTS resizes=0, Area Growth Syn to Fin=44.7%, Power per Cell Area=510 mW/mm^2, postcts setup bufs=0, DP Area=504 um^2, Leakage=0.000206 uW, crit path kind=reg -> reg, Synth Instances=37, dpl ws=0.568 ns, Crit. End Element=flip-flop, Root Buffer=clkbuf_4, chip area=0.00640 mm^2, Top cell excl fill/tap=clkdlybuf4s50_1, First-pass DRT Iterations=2, Max Freq=829 MHz, NetSw=61.4 uW, I/O pins=10, die width=80 um, Final Hold Vio Count=0, Layout Cells excl Fill=94, Net Sw Frac=0.229, Rows=21, Slew Limit Fails=0
## worst max-delay path, stage by stage, from the launching register on
cell and delay (ns):
dfxtp_1 0.37, inv_1 0.07, ha_1 0.20, nor2b_2 0.17
a211o_1 0.28
## layout make-up
class	instances	area (um^2)
repair buffers	9	90.1
well taps	46	57.6
clock buffers	3	22.5
flip-flops and latches	8	160
fillers	402	2890
multi-input cells	26	189
inverters	2	7.51
## Yosys cell counts (all sizes together)
master  number  area, um^2
a211o        1        8.76
mux2i        1        10.0
nand2        1        3.75
nand3        1        5.00
dfxtp        8         160
inv          2        7.51
a211oi       1        7.51
a21oi        1        5.00
nor3         2        15.0
o21ai        1        5.00
o21bai       1        7.51
a31o         1        8.76
nand2b       4        25.0
ha           2        25.0
nor2b        1        8.76
and2b        1        7.51
nor2         3        11.3
nor4b        1        8.76
xnor2        3        26.3
buf          1        7.51
## final timing paths
kind	cells past startpoint	to	startpoint	slack (ns)
max	4	dw.RNG[0]	dw.RNG[0]	0.59
min	2	dw.RNG[0]	dw.RNG[0]	0.53
max reg2reg	4	dw.RNG[0]	dw.RNG[0]	0.59
min reg2reg	2	dw.RNG[0]	dw.RNG[0]	0.53
## routing by layer
metal  vias up  wire length, um  GRT usage
met2        11              237     0.0353
li1        147                -          -
met5         -                0          0
met1       129              322     0.0294
met3         0              103     0.0159
met4         0                0    0.00352
## metrics by stage
step	hold WS, ns	util	power (uW)
floorplan	0.432	-	140
global placement	0.512	0.148	160
detailed placement	0.524	0.148	163
CTS	0.535	0.154	277
global route	0.580	0.154	296
finish	0.529	0.154	269
## registers in the layout, indices dropped and copies added, names as in the netlist
signal   flops
dw.data      4
dw.RNG       4
## logic make-up (layout without fill, tap and decap cells)
kind of cell,Yosys count,count (layout),synth area share
buffers and inverters,3,14,0.0413
AND/OR/NAND/NOR,14,14,0.234
AND-OR/OR-AND,6,6,0.117
flip-flops,8,8,0.440
XOR/XNOR,3,3,0.0722
multiplexers,1,1,0.0275
adder cells (fa/ha/maj),2,2,0.0687
## power by group through the flow
stage / Clock [uW] / Sequential [uW] / Combinational (uW)
finish: 107 / 116 / 44.8
CTS: 115 / 116 / 46.0
global route: 122 / 119 / 54.6
No activity file was given, so power comes from the tool's default toggle rates.
